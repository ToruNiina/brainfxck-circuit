[design/flow/run.sh]
#!/bin/bash
# OpenROAD 26Q1-2900-gdf79404cd8, Yosys 0.63+post, stock flow scripts
make -C /OpenROAD-flow-scripts/flow DESIGN_CONFIG=/design/flow/config.mk WORK_HOME=/design/flow/orfs finish
[design/flow/constraint.sdc]
current_design top

set clk_period 69.6
set clk_io_pct 0.2

create_clock -name clk0 -period $clk_period [get_ports {CLK100MHZ}]

set non_clock_inputs [all_inputs -no_clocks]
set_input_delay [expr $clk_period * $clk_io_pct] -clock clk0 $non_clock_inputs
set_output_delay [expr $clk_period * $clk_io_pct] -clock clk0 [all_outputs]
[design/flow/design.v]
module top(CLK100MHZ, btn, uart_txd_in, uart_rxd_out, led0, led1);
    input  wire      CLK100MHZ;
    input  wire[3:0] btn;
    input  wire      uart_txd_in;
    output wire      uart_rxd_out;
    output wire[2:0] led0;
    output wire[2:0] led1;
    wire      uart_send_enable;
    wire[7:0] uart_send_data;
    wire      uart_sending;
    uart_send send(
        .clock(CLK100MHZ),
        .reset(btn[0]),
        .uart_enable(uart_send_enable),
        .uart_data(uart_send_data),
        .uart_busy(uart_sending),
        .uart_tx(uart_rxd_out),
        .led(led0)
        );
    wire[7:0] uart_recv_data;
    wire      uart_receiving;
    wire      uart_recv_okay;
    uart_recv recv(
        .clock(CLK100MHZ),
        .reset(btn[0]),
        .uart_data(uart_recv_data),
        .uart_busy(uart_receiving),
        .uart_okay(uart_recv_okay),
        .uart_rx(uart_txd_in),
        .led(led1)
        );
    wire      sram_writing;
    wire[7:0] sram_r_addr;
    reg [7:0] sram_w_addr = 8'b0;
    wire[7:0] sram_w_data;
    wire[7:0] sram_r_data;
    sram ram(
        .clock(CLK100MHZ),
        .reset(btn[0]),
        .write(sram_writing),
        .r_addr(sram_r_addr),
        .w_addr(sram_w_addr),
        .in (sram_w_data),
        .out(sram_r_data)
        );
    wire[7:0] bf_output_data;
    wire      bf_output_flag;
    brainfuck bf(
        .clock(CLK100MHZ),
        .reset(btn[0]),
        .run(btn[1]),
        .inst_data(sram_r_data),
        .inst_len(sram_w_addr),
        .inst_addr(sram_r_addr),
        .out_flag(bf_output_flag),
        .out_data(bf_output_data),
        .out_busy(uart_sending)
        );
    reg[7:0] data_recv = 8'b0;
    reg data_saved;
    wire has_data = (~uart_receiving) && uart_recv_okay;
    assign sram_w_data    = uart_recv_data;
    parameter IDLE_STATE = 0;
    parameter SAVE_STATE = 1;  
    reg    state = IDLE_STATE;
    wire w_state;
    assign sram_writing     = (state == SAVE_STATE);
    assign uart_send_data   = bf_output_flag ? bf_output_data : data_recv;
    assign uart_send_enable = (~uart_sending) && ((state == SAVE_STATE) ^ bf_output_flag);
    function [0:0] next_state(
        input[0:0] state,
        input      has_data,
        input      data_saved
        );
        if (state == IDLE_STATE) begin
            if (has_data && (~data_saved)) begin
                next_state = SAVE_STATE;
            end else begin
                next_state = IDLE_STATE;
            end
        end else begin  
            next_state = IDLE_STATE;
        end
    endfunction
    assign w_state = next_state(state, has_data, data_saved);
    always @(posedge CLK100MHZ) begin
        if (btn[0]) begin
            state       <= IDLE_STATE;
            data_recv   <= 8'b0;
            data_saved  <= 1'b0;
            sram_w_addr <= 8'b0;
        end else begin
            state <= w_state;
            if (uart_recv_okay) begin
                data_recv <= uart_recv_data;
            end else begin
                data_recv <= 8'b0;
            end
            if (uart_receiving) begin
                data_saved <= 1'b0;
            end else if (state == SAVE_STATE) begin
                data_saved <= 1'b1;
            end
            if (state == SAVE_STATE) begin
                sram_w_addr <= sram_w_addr + 1;
            end
        end
    end
endmodule
module brainfuck(clock, reset, run, inst_data, inst_len, inst_addr, out_flag, out_data, out_busy);
    input  wire      clock;
    input  wire      reset;
    input  wire      run;
    input  wire[7:0] inst_data;
    input  wire[7:0] inst_len;
    output wire[7:0] inst_addr;
    output wire      out_flag;
    output wire[7:0] out_data;
    input  wire      out_busy;
    reg [7:0] inst_ptr = 8'b0;
    assign inst_addr = inst_ptr;
    reg [7:0] data_ptr = 8'b0;
    wire[7:0] w_data;
    wire[7:0] r_data;
    wire write_data;
    sram data_mem(
        .clock(clock),
        .reset(reset),
        .write(write_data),
        .r_addr(data_ptr),
        .w_addr(data_ptr),
        .in (w_data),
        .out(r_data)
        );
    assign out_data = r_data;  
    parameter IDLE_STATE = 0;  
    parameter EXEC_STATE = 1;  
    parameter WAIT_STATE = 2;  
    reg[1:0] state = IDLE_STATE;
    function [1:0] next_state(
        input[1:0] state,
        input      run,
        input      out_busy,
        input[7:0] inst_len,
        input[7:0] inst_addr
        );
        if (state == IDLE_STATE) begin
            if (run && (inst_len != inst_addr)) begin
                next_state = EXEC_STATE;
            end else begin
                next_state = IDLE_STATE;
            end
        end else if (state == EXEC_STATE) begin
            if (inst_len == inst_addr) begin
                next_state = IDLE_STATE;
            end else if (out_busy) begin  
                next_state = WAIT_STATE;
            end else begin
                next_state = EXEC_STATE;
            end
        end else begin  
            if (out_busy) begin
                next_state = WAIT_STATE;
            end else begin
                next_state = EXEC_STATE;
            end
        end
    endfunction
    wire[1:0] w_state;
    assign w_state = next_state(state, run, out_busy, inst_len, inst_ptr);
    reg [8:0] nest_depth = 9'b0;  
    wire[8:0] w_nest_depth;
    wire executing;
    assign executing = (nest_depth == 0) && (state == EXEC_STATE) && (inst_ptr != inst_len);
    function [8:0] next_nest_depth(
        input       executing,  
        input [7:0] inst_data,
        input [7:0] r_data,
        input [8:0] nest_depth
        );
        if (executing) begin
            if (inst_data == 8'h5B) begin  
                if (r_data == 8'b0) begin  
                    next_nest_depth = nest_depth + 1;
                end else begin
                    next_nest_depth = nest_depth;  
                end
            end else if (inst_data == 8'h5D) begin  
                if (r_data == 8'h0) begin
                    next_nest_depth = nest_depth;  
                end else begin  
                    next_nest_depth = nest_depth - 1;
                end
            end else begin
                next_nest_depth = nest_depth;
            end
        end else begin
            if (inst_data == 8'h5B) begin  
                next_nest_depth = nest_depth + 1;
            end else if (inst_data == 8'h5D) begin
                next_nest_depth = nest_depth - 1;
            end else begin
                next_nest_depth = nest_depth;
            end
        end
    endfunction
    assign w_nest_depth = next_nest_depth(executing, inst_data, r_data, nest_depth);
    wire [7:0] w_inst_ptr;
    assign w_inst_ptr = (inst_ptr == inst_len)    ? inst_ptr :
                       ((w_nest_depth[8] == 1'b1) ? inst_ptr - 1 : inst_ptr + 1);
    function [7:0] next_data_ptr(
        input       executing,
        input [7:0] inst_data,
        input [7:0] data_ptr
        );
        if (executing) begin
            if (inst_data == 8'h3E) begin  
                next_data_ptr = data_ptr + 1;
            end else if (inst_data == 8'h3C) begin  
                next_data_ptr = data_ptr - 1;
            end else begin
                next_data_ptr = data_ptr;
            end
        end else begin
            next_data_ptr = data_ptr;
        end
    endfunction
    wire [7:0] w_data_ptr;
    assign w_data_ptr = next_data_ptr(executing, inst_data, data_ptr);
    function [7:0] next_w_data(
        input       executing,
        input [7:0] inst_data,
        input [7:0] r_data
        );
        if (executing) begin
            if (inst_data == 8'h2B) begin  
                next_w_data = r_data + 1;
            end else if (inst_data == 8'h2D) begin  
                next_w_data = r_data - 1;
            end else begin
                next_w_data = r_data;
            end
        end else begin
            next_w_data = r_data;
        end
    endfunction
    assign w_data = next_w_data(executing, inst_data, r_data);
    assign write_data = executing && ((inst_data == 8'h2B) || (inst_data == 8'h2D));
    assign out_flag = executing && (inst_data == 8'h2E);
    always @(posedge clock) begin
        if (reset) begin
            state      <= IDLE_STATE;
            nest_depth <= 0;
            inst_ptr   <= 0;
            data_ptr   <= 0;
        end else begin
            if (state == EXEC_STATE) begin
                state      <= w_state;
                nest_depth <= w_nest_depth;
                inst_ptr   <= w_inst_ptr;
                data_ptr   <= w_data_ptr;
            end else begin  
                state      <= w_state   ;
                nest_depth <= nest_depth;  
                inst_ptr   <= inst_ptr  ;  
                data_ptr   <= data_ptr  ;  
            end
        end
    end
endmodule
module sram(clock, reset, write, r_addr, w_addr, in, out);
    input  wire      clock;
    input  wire      reset;
    input  wire      write;
    input  wire[7:0] r_addr;
    input  wire[7:0] w_addr;
    input  wire[7:0] in;
    output wire[7:0] out;
    reg [7:0] mem[0:255];
    assign out = mem[r_addr];
    integer i;
    always @(posedge clock) begin
        if (reset) begin
            for (i=0; i<256; i=i+1)
                mem[i] <= 0;
        end else begin
            if (write) begin
                mem[w_addr] <= in;
            end
        end
    end
endmodule
module uart_send(clock, reset, uart_enable, uart_data, uart_busy, uart_tx, led);
    input  wire       clock;
    input  wire       reset;
    input  wire       uart_enable;
    input  wire [7:0] uart_data;
    output wire       uart_busy;
    output wire       uart_tx;
    output wire [2:0] led;
    parameter CLK_PER_BIT = 868;  
    parameter IDLE_STATE = 0;
    parameter SEND_STATE = 1;
    reg  state = IDLE_STATE;
    wire w_state;
    reg [9:0] data = 10'b1111111111;
    wire[9:0] w_data;
    reg [9:0] clock_counter = 10'b0;
    wire[9:0] w_clock_counter;
    reg [3:0] bit_counter = 4'b0;
    wire[3:0] w_bit_counter;
    assign uart_tx   = data[0];
    assign uart_busy = (state == IDLE_STATE) ? 1'b0 : 1'b1;
    assign led[2:0]  = (state == IDLE_STATE) ? 3'b001 : 3'b010;
    function [0:0] next_state(
        input      state,
        input      enable,
        input[9:0] clock_counter,
        input[3:0] bit_counter
        );
        if (state == IDLE_STATE) begin
            if(enable) begin
                next_state = SEND_STATE;
            end else begin
                next_state = IDLE_STATE;
            end
        end else begin  
            if (clock_counter == CLK_PER_BIT-1) begin
                if (bit_counter == 4'd9) begin
                    next_state = IDLE_STATE;
                end else begin
                    next_state = SEND_STATE;
                end
            end else begin
                next_state = SEND_STATE;
            end
        end
    endfunction
    assign w_state = next_state(state, uart_enable, clock_counter, bit_counter);
    function [9:0] next_clock_counter(
        input      state,
        input[9:0] clock_counter
        );
        if (state == IDLE_STATE) begin
            next_clock_counter = 10'b0;
        end else begin
            if (clock_counter == CLK_PER_BIT-1) begin
                next_clock_counter = 10'b0;
            end else begin
                next_clock_counter = clock_counter + 1;
            end
        end
    endfunction
    assign w_clock_counter = next_clock_counter(state, clock_counter);
    function [3:0] next_bit_counter(
        input      state,
        input[9:0] clock_counter,
        input[3:0] bit_counter
        );
        if(state == IDLE_STATE) begin
            next_bit_counter = 4'b0;
        end else begin
            if (clock_counter == CLK_PER_BIT-1) begin
                if (bit_counter == 4'd9) begin
                    next_bit_counter = 4'd0;
                end else begin
                    next_bit_counter = bit_counter + 1;
                end
            end else begin
                next_bit_counter = bit_counter;
            end
        end
    endfunction
    assign w_bit_counter = next_bit_counter(state, clock_counter, bit_counter);
    function [9:0] next_data(
        input      state,
        input      enable,
        input[7:0] uart_data,
        input[9:0] data,
        input[9:0] clock_counter
        );
        if (state == IDLE_STATE) begin
            if (enable) begin
                next_data = {1'b1, uart_data, 1'b0};
            end else begin
                next_data = data;
            end
        end else begin
            if (clock_counter == CLK_PER_BIT - 1) begin
                next_data = {1'b1, data[9:1]};
            end else begin
                next_data = data;
            end
        end
    endfunction
    assign w_data = next_data(state, uart_enable, uart_data, data, clock_counter);
    always @(posedge clock) begin
        if (reset) begin
            state         <= IDLE_STATE;
            clock_counter <= 10'b0;
            bit_counter   <=  4'b0;
            data          <= 10'b1111111111;
        end else begin
            state         <= w_state;
            clock_counter <= w_clock_counter;
            bit_counter   <= w_bit_counter;
            data          <= w_data;
        end
    end
endmodule
module uart_recv(clock, reset, uart_data, uart_busy, uart_okay, uart_rx, led);
    input  wire       clock;
    input  wire       reset;
    output wire [7:0] uart_data;
    output wire       uart_busy;
    output wire       uart_okay;
    input  wire       uart_rx;
    output wire [2:0] led;
    parameter CLK_PER_BIT = 868;  
    parameter IDLE_STATE = 0;
    parameter CHCK_STATE = 1;  
    parameter RECV_STATE = 2;
    parameter STOP_STATE = 3;  
    reg [1:0] state = IDLE_STATE;
    wire[1:0] w_state;
    reg [9:0] clock_counter = 10'b0;
    wire[9:0] w_clock_counter;
    reg [3:0] bit_counter = 4'b0;
    wire[3:0] w_bit_counter;
    reg [9:0] data = 10'b1111111111;
    wire[9:0] w_data;
    assign uart_data = data[8:1];  
    assign uart_okay = (data[0:0] == 1'b0) && (data[9:9] == 1'b1);  
    assign uart_busy = (state == RECV_STATE) ? 1'b1 : 1'b0;
    assign led[2:0]  = (state == IDLE_STATE) ? 3'b001 :
                       (state == CHCK_STATE) ? 3'b010 :
                       (state == RECV_STATE) ? 3'b100 : 3'b111;
    wire rx_is_zero;
    assign rx_is_zero = (uart_rx == 1'b0);
    function [1:0] next_state(
        input[1:0] state,
        input      uart_rx,
        input      rx_is_zero,
        input[9:0] clock_counter,
        input[3:0] bit_counter
        );
        if (state == IDLE_STATE) begin
            if(rx_is_zero) begin
                next_state = CHCK_STATE;
            end else begin
                next_state = IDLE_STATE;
            end
        end else if (state == CHCK_STATE) begin
            if (clock_counter == (CLK_PER_BIT / 2) - 1) begin
                if (rx_is_zero) begin
                    next_state = RECV_STATE;
                end else begin
                    next_state = IDLE_STATE;
                end
            end else begin
                next_state = CHCK_STATE;
            end
        end else if (state == RECV_STATE) begin
            if (clock_counter == CLK_PER_BIT-1) begin
                if (bit_counter == 4'd8) begin
                    next_state = STOP_STATE;
                end else begin
                    next_state = RECV_STATE;
                end
            end else begin
               next_state = RECV_STATE;
            end
        end else begin  
            if (clock_counter == (CLK_PER_BIT / 2) - 1) begin
                next_state = IDLE_STATE;
            end else begin
                next_state = STOP_STATE;
            end
        end
    endfunction
    assign w_state = next_state(state, uart_rx, rx_is_zero, clock_counter, bit_counter);
    function [9:0] next_clock_counter(
        input[1:0] state,
        input[9:0] clock_counter
        );
        if (state == IDLE_STATE) begin
            next_clock_counter = 10'b0;
        end else if(state == CHCK_STATE) begin
            if (clock_counter == CLK_PER_BIT / 2 - 1) begin
                next_clock_counter = 10'b0;
            end else begin
                next_clock_counter = clock_counter + 1;
            end
        end else begin
            if (clock_counter == CLK_PER_BIT-1) begin
                next_clock_counter = 10'b0;
            end else begin
                next_clock_counter = clock_counter + 1;
            end
        end
    endfunction
    assign w_clock_counter = next_clock_counter(state, clock_counter);
    function [3:0] next_bit_counter(
        input[1:0] state,
        input[9:0] clock_counter,
        input[3:0] bit_counter
        );
        if(state == IDLE_STATE) begin
            next_bit_counter = 4'b0;
        end else if(state == CHCK_STATE) begin
            next_bit_counter = 4'b0;
        end else begin
            if (clock_counter == CLK_PER_BIT-1) begin
                if (bit_counter == 4'd9) begin
                    next_bit_counter = 4'd0;
                end else begin
                    next_bit_counter = bit_counter + 1;
                end
            end else begin
                next_bit_counter = bit_counter;
            end
        end
    endfunction
    assign w_bit_counter = next_bit_counter(state, clock_counter, bit_counter);
    function [9:0] next_data(
        input[1:0] state,
        input      uart_rx,
        input[9:0] data,
        input[9:0] clock_counter
        );
        if (state == IDLE_STATE) begin
            next_data = data;
        end else if (state == CHCK_STATE) begin
            if (uart_rx == 1'b0) begin
                next_data = 10'b0111111111;
            end else begin
                next_data = data;
            end
        end else if (state == RECV_STATE) begin
            if (clock_counter == CLK_PER_BIT - 1) begin
                next_data = {uart_rx, data[9:1]};
            end else begin
                next_data = data;
            end
        end else begin
            next_data = data;
        end
    endfunction
    assign w_data = next_data(state, uart_rx, data, clock_counter);
    always @(posedge clock) begin
        if (reset) begin
            state         <= IDLE_STATE;
            clock_counter <= 10'b0;
            bit_counter   <=  4'b0;
            data          <= 10'b1111111111;
        end else begin
            state         <= w_state;
            clock_counter <= w_clock_counter;
            bit_counter   <= w_bit_counter;
            data          <= w_data;
        end
    end
endmodule
[design/flow/config.mk]
export PLATFORM = sky130hd
export DESIGN_NAME = top
export DESIGN_NICKNAME = top
export VERILOG_FILES = /design/flow/design.v
export SDC_FILE = /design/flow/constraint.sdc
export NUM_CORES = 4
export LEC_CHECK = 1
export CORE_UTILIZATION = 30
==> run notes <==
Flow results are below.

- The count of fill cells added during filler insertion is around 60,000, for reference.
- The finished layout holds around 22,000 standard cells, fillers aside.
- Across all stage logs, warnings added up to around 57.
- TritonCTS built the clock tree.
- The final wirelength is between 500,000 and 600,000 um, for reference.
- The layout report lists the multi-input gate area as approximately 0.061 mm2.
- In this run the cell area of the synthesized design comes to between 0.15 and 0.2 mm2.
- Setup slack on the critical path of the routed design comes to roughly 53 ns.
- OpenROAD reports that the post-layout worst path occupies around a quarter of the period.
- The via-per-instance ratio is 5.03, for reference.
- The number of gates resized after cts is 0, for reference.
- In this run the number of H-tree levels came out at 5.
- The via count of the first global-routing pass is 115,000, for reference.
- The area fraction of the dominant cell type after synthesis is around 64%, for reference.
- The worst slew margin relative to its limit is 31.2%, for reference.
- The final power report lists total power as approximately 5.3 mW.
- Once detail routing completed, the nets flagged for antenna violations numbered 0.
- The sum of routed wire segments on met1 is 187,000 um, for reference.
- The share of total power consumed by net switching is between 20% and 30%, for reference.
- The clock latency at the later pin of the worst-skew pair is about 1.0 ns, for reference.
- The critical path is of the in -> reg type.
- Across all hold checks on the routed design, the worst slack comes to around 0.46 ns.
- Detailed placement reports a standard cell area of 0.200 mm2.
- Setup repair after global routing left no endpoint under its margin.
- The path class of the tightest hold or removal check is reg -> reg.
- The actual slew at the worst max-slew pin is 1.02 ns, for reference.
- The clock root buffer is clkbuf_16, for reference.
- The final timing report lists clock skew as around 0.066 ns.
- The total via count after detailed routing is between 100k and 150k, for reference.
- The chip area from the yosys synthesis statistics is about 0.19 mm2, for reference.
- The cell type that accounts for the most area after synthesis is edfxtp_1.
- The number of violations of the max-capacitance limit is 0, for reference.
- The fraction of final layout cells with drive strength greater than 1 is around 16%, for reference.
- Note, the detailed placer reported a final HPWL of around 350,000 um.
- The length of routed met3 wiring is between 80,000 and 90,000 um, for reference.
- Entering global routing, the biggest net connects ~120 pins.
- The post-synthesis register bit count is around 4,200, for reference.
- The share of the yosys chip area belonging to registers is between 60% and 70%, for reference.
- The clock group share of total power is between 40% and 50%, for reference.
- Cells fill roughly 34% of the core in the end.
- The number of detailed-routing iterations run before antenna repair is 5, for reference.
- The worst endpoint required time is between 70 and 80 ns, for reference.
- The highest routed metal layer is met5, for reference.
- The floorplan die height is approximately 800 um, for reference.
- The number of antenna violations at the first check in global routing is 26, for reference.
- Yosys stat counts ~13,000 cells in the synthesized netlist.
- The shortest period the worst path allows is between 15 and 20 ns, for reference.
- STA classifies the critical path endpoint as a flop.
- The flow ran to the end, and the final reports show no timing, DRC or antenna violations.
- The number of endpoints failing setup at the final stage is 0, for reference.
- The design area is roughly 0.21 mm2, for reference.
- The synthesized netlist cell count is 13,400, for reference.
- The CTS sink count is between 4,000 and 5,000, for reference.
- The worst vdd rail ir drop is 0.0219 mV, for reference.
- In this run, the number of DRC markers left after iteration 0 of detailed routing was between 7,000 and 8,000.
- After routing, the total negative slack on setup checks comes to 0 ns.
- The async set or reset register ratio after synthesis is 0%, for reference.
- In this run, the combinational gates consume 2.8% of the power.
- In this run, post-CTS hold repair placed 0 buffers.
- The maximum fanout count along the critical path is ~53, for reference.
- The all-layer global routing usage is a little under a fifth, for reference.
- The total die area is between 0.6 and 0.7 mm2, for reference.
- The primary flip-flop cell chosen by synthesis mapping is edfxtp_1, for reference.
- After synthesis, the cell types taking the most area are edfxtp_1 (64%), mux4_2 (10%), and2_1 (6.4%).
- The standby leakage power is 71.6 nW, for reference.
- The starting density of the core is roughly 30%, for reference.
- The switching component of the power is 1.10 mW, for reference.
- Port buffering added 9 buffers.
- After clock tree synthesis, the setup repair step added 0 buffers.
- The initialized floorplan defines roughly 300 standard-cell rows.
- The number of hold-slack violations in the final timing report is 0, for reference.
- The power density relative to cell area is about 25 mW/mm2, for reference.
- Including well taps, the total number of placed cells is 21,100.
- CTS added clock buffers totalling 422.
- Per report_power, the sequential group accounts for approximately 54% of the total.
- The total congestion overflow is 0, for reference.
- The maximum buffer depth of the clock tree is 4, for reference.
- The detailed-route DRC error count is 0, for reference.
- The weighted congestion at the end of routability-driven global placement is 0.954, for reference.
- Counting pins that exceed their max-slew limit in the final report gives 0.
- The netlist uses 88 different library cells.
- Averaged over all synthesized cells, the footprint is 14.2 um2.
- The sequential cells in the finished layout cover a total of roughly 0.12 mm2.
- The clock input transition at the sequential cells of the worst setup and hold paths is about 0.060 ns, for reference.
- STA classifies the critical path startpoint as an input pin.
- For this design the top-level I/O count stands at 13.
- Timing analysis after detailed placement gives a worst setup slack of slightly above 50 ns.
- In this build the clock could be raised as far as 0.0600 GHz.
- Dividing the detail-routed wire length by the instance count gives around 25 um.
- The area of the placeable core is about 0.63 mm2, for reference.
- The internal portion of the total power is about 4.2 mW.
- Per the run report, area growth between synthesis and finish was 11.6%.
- The met2 wirelength from detailed routing is roughly 250,000 um, for reference.
- In this run, synthesis inferred between 4,000 and 5,000 flip-flops with an integrated enable.
- The horizontal die dimension reported for this design is 800 um.
- The warning tally printed by Yosys for this design is 5.
- The arrival time of the worst setup path is 17.31 ns, for reference.
- The first global-routing pass estimated about 800,000 um of wire.
worst paths after layout:
path / from / to / slack, ns / depth (start not counted)
max: btn[0] / bf.data_mem.mem[6][4] / 52.94 / 6
min: send.clock_counter[0] / send.clock_counter[0] / 0.46 / 1
max reg2reg: bf.data_ptr[0] / bf.inst_ptr[7] / 59.39 / 26
min reg2reg: send.clock_counter[0] / send.clock_counter[0] / 0.46 / 1
sequential cells by signal, indices dropped and copies added (netlist names):
name and cells:
send.bit_counter 4, send.state 1, bf.state 2, bf.nest_depth 9, ram.mem 2048, send.clock_counter 10, recv.state 2, bf.inst_ptr 8
bf.data_mem.mem 2048, recv.clock_counter 10, send.data 9, data_saved 1, recv.bit_counter 4, state 1, data_recv 8, bf.data_ptr 8
sram_w_addr 8, recv.data 10
per-layer routing:
metal / vias up / track usage (%)
met4: 40 / 6.00
met5: - / 0.765
met2: 5429 / 26.4
li1: 48900 / -
met1: 54800 / 21.3
met3: 1066 / 12.6
worst max-delay path: stages:
cell      delay, ns
buf_8          0.29
buf_4          0.56
buf_4          0.68
buf_4          0.56
buf_4          0.58
nand2b_1       0.52
cells in the mapped netlist, types with 156 or more instances:
cell,n
buf_2,242
nor2_1,2456
mux2i_1,384
and2_1,1956
a22oi_1,284
nand3_1,161
nand2b_1,293
clkbuf_1,551
edfxtp_1,4096
nand2_1,482
or2_2,254
a21oi_1,156
mux4_2,887
cell usage in the layout (no fill, tap or decap), types with 41 or more instances in the layout:
cell | netlist | final
clkbuf_1 | 551 | 104
or2_2 | 254 | 254
a21oi_1 | 156 | 156
nor2_1 | 2456 | 2441
dfxtp_1 | 95 | 75
nand4_1 | 66 | 66
nand3_1 | 161 | 161
a22oi_1 | 284 | 284
buf_4 | 128 | 324
and3_1 | 147 | 147
o22ai_1 | 41 | 41
o21ai_0 | 48 | 48
nand2_1 | 482 | 482
mux2i_1 | 384 | 384
edfxtp_1 | 4096 | 4096
nand2b_1 | 293 | 293
nor2b_1 | 48 | 41
clkbuf_16 | 0 | 428
mux4_2 | 887 | 887
clkinv_1 | 3 | 91
and2_1 | 1956 | 1953
clkinv_2 | 0 | 61
cell families after synthesis:
family                   Yosys count  synth area share, %
flip-flops                      4191                 65.4
multiplexers                    1287                 12.6
AND/OR/NAND/NOR                 6026                 15.9
buffers and inverters           1064                 2.77
AND-OR/OR-AND                    769                 2.82
other                              1              0.00196
XOR/XNOR                          61                0.288
adder cells (fa/ha/maj)           29                0.198
area by class of cell:
cell class	count	share of cell area, %
flip-flops and latches	4191	58.7
multi-input cells	8173	28.7
clock buffers	535	5.23
well taps	8379	4.92
repair buffers	347	1.32
clock inverters	232	1.09
inverters	38	0.0681
diodes	19	0.0223
power by group through the flow:
| stage | sequential [mW] | combinational, mW | clock, mW |
|---|---|---|---|
| CTS | 2.86 | 0.148 | 2.29 |
| global route | 2.87 | 0.158 | 2.38 |
| finish | 2.86 | 0.148 | 2.25 |
No activity file was given, so power comes from the tool's default toggle rates.
